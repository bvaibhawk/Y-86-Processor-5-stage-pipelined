--- design/flow/config.mk ---
export PLATFORM = sky130hd
export DESIGN_NAME = regfile
export DESIGN_NICKNAME = regfile
export VERILOG_FILES = /design/flow/design.v
export SDC_FILE = /design/flow/constraint.sdc
export NUM_CORES = 4
export LEC_CHECK = 1
export CORE_AREA = 10 10 710 710
export DIE_AREA = 0 0 720 720
--- design/flow/constraint.sdc ---
current_design regfile

set clk_period 17.2
set clk_io_pct 0.2

create_clock -name clk0 -period $clk_period [get_ports {clock}]

set non_clock_inputs [all_inputs -no_clocks]
set_input_delay [expr $clk_period * $clk_io_pct] -clock clk0 $non_clock_inputs
set_output_delay [expr $clk_period * $clk_io_pct] -clock clk0 [all_outputs]
--- design/flow/design.v ---
 module cenrreg(out, in, enable, reset, resetval, clock);
 parameter width = 8;
 output [width-1:0] out;
 reg [width-1:0] out;
 input [width-1:0] in;
 input enable;
 input reset;
 input [width-1:0] resetval;
 input clock;
 always @(posedge clock) begin
    if (reset)
        out <= resetval;
    else if (enable)
        out <= in;
    end
 endmodule
 module preg(out, in, stall, bubble, bubbleval, clock);
 parameter width = 8;
 output [width-1:0] out;
 input [width-1:0] in;
 input stall, bubble;
 input [width-1:0] bubbleval;
 input clock;
 cenrreg #(width) r(out, in, ~stall, bubble, bubbleval, clock);
 endmodule
 module regfile(dstE, valE, dstM, valM, srcA, valA, srcB, valB, reset, clock,
 rax, rcx, rdx, rbx, rsp, rbp, rsi, rdi,
 r8, r9, r10, r11, r12, r13, r14);
 input [ 3:0] dstE;
 input [63:0] valE;
 input [ 3:0] dstM;
 input [63:0] valM;
 input [ 3:0] srcA;
 output [63:0] valA;
 input [ 3:0] srcB;
 output [63:0] valB;
 input reset;  
 input clock;
 output [63:0] rax, rcx, rdx, rbx, rsp, rbp, rsi, rdi,
 r8, r9, r10, r11, r12, r13, r14;
parameter RRAX = 4'h0;
parameter RRCX = 4'h1;
parameter RRDX = 4'h2;
parameter RRBX = 4'h3;
parameter RRSP = 4'h4;
parameter RRBP = 4'h5;
parameter RRSI = 4'h6;
parameter RRDI = 4'h7;
parameter R8 = 4'h8;
parameter R9 = 4'h9;
parameter R10 = 4'ha;
parameter R11 = 4'hb;
parameter R12 = 4'hc;
parameter R13 = 4'hd;
parameter R14 = 4'he;
parameter RRNONE = 4'hf;
 wire [63:0] rax_dat, rcx_dat, rdx_dat, rbx_dat,
 rsp_dat, rbp_dat, rsi_dat, rdi_dat,
 r8_dat, r9_dat, r10_dat, r11_dat,
 r12_dat, r13_dat, r14_dat;
 wire rax_wrt, rcx_wrt, rdx_wrt, rbx_wrt,
 rsp_wrt, rbp_wrt, rsi_wrt, rdi_wrt,
 r8_wrt, r9_wrt, r10_wrt, r11_wrt,
 r12_wrt, r13_wrt, r14_wrt;
 reg temp = 1'b0;
 cenrreg #(64) rax_reg(rax, rax_dat, rax_wrt, temp, 64'b0, clock);
 cenrreg #(64) rcx_reg(rcx, rcx_dat, rcx_wrt, temp, 64'b0, clock);
 cenrreg #(64) rdx_reg(rdx, rdx_dat, rdx_wrt, temp, 64'b0, clock);
 cenrreg #(64) rbx_reg(rbx, rbx_dat, rbx_wrt, temp, 64'b0, clock);
 cenrreg #(64) rsp_reg(rsp, rsp_dat, rsp_wrt, temp, 64'b0, clock);
 cenrreg #(64) rbp_reg(rbp, rbp_dat, rbp_wrt, temp, 64'b0, clock);
 cenrreg #(64) rsi_reg(rsi, rsi_dat, rsi_wrt, temp, 64'b0, clock);
 cenrreg #(64) rdi_reg(rdi, rdi_dat, rdi_wrt, temp, 64'b0, clock);
 cenrreg #(64) r8_reg(r8, r8_dat, r8_wrt, temp, 64'b0, clock);
 cenrreg #(64) r9_reg(r9, r9_dat, r9_wrt, temp, 64'b0, clock);
 cenrreg #(64) r10_reg(r10, r10_dat, r10_wrt, temp, 64'b0, clock);
 cenrreg #(64) r11_reg(r11, r11_dat, r11_wrt, temp, 64'b0, clock);
 cenrreg #(64) r12_reg(r12, r12_dat, r12_wrt, temp, 64'b0, clock);
 cenrreg #(64) r13_reg(r13, r13_dat, r13_wrt, temp, 64'b0, clock);
 cenrreg #(64) r14_reg(r14, r14_dat, r14_wrt, temp, 64'b0, clock);
 assign valA =
 srcA == RRAX ? rax :
 srcA == RRCX ? rcx :
 srcA == RRDX ? rdx :
 srcA == RRBX ? rbx :
 srcA == RRSP ? rsp :
 srcA == RRBP ? rbp :
 srcA == RRSI ? rsi :
 srcA == RRDI ? rdi :
 srcA == R8 ? r8 :
 srcA == R9 ? r9 :
 srcA == R10 ? r10 :
 srcA == R11 ? r11 :
 srcA == R12 ? r12 :
 srcA == R13 ? r13 :
 srcA == R14 ? r14 :
 0;
 assign valB =
 srcB == RRAX ? rax :
 srcB == RRCX ? rcx :
 srcB == RRDX ? rdx :
 srcB == RRBX ? rbx :
 srcB == RRSP ? rsp :
 srcB == RRBP ? rbp :
 srcB == RRSI ? rsi :
 srcB == RRDI ? rdi :
 srcB == R8 ? r8 :
 srcB == R9 ? r9 :
 srcB == R10 ? r10 :
 srcB == R11 ? r11 :
 srcB == R12 ? r12 :
 srcB == R13 ? r13 :
 srcB == R14 ? r14 :
 0;
 assign rax_dat = dstM == RRAX ? valM : valE;
 assign rcx_dat = dstM == RRCX ? valM : valE;
 assign rdx_dat = dstM == RRDX ? valM : valE;
 assign rbx_dat = dstM == RRBX ? valM : valE;
 assign rsp_dat = dstM == RRSP ? valM : valE;
 assign rbp_dat = dstM == RRBP ? valM : valE;
 assign rsi_dat = dstM == RRSI ? valM : valE;
 assign rdi_dat = dstM == RRDI ? valM : valE;
 assign r8_dat = dstM == R8 ? valM : valE;
 assign r9_dat = dstM == R9 ? valM : valE;
 assign r10_dat = dstM == R10 ? valM : valE;
 assign r11_dat = dstM == R11 ? valM : valE;
 assign r12_dat = dstM == R12 ? valM : valE;
 assign r13_dat = dstM == R13 ? valM : valE;
 assign r14_dat = dstM == R14 ? valM : valE;
 assign rax_wrt = dstM == RRAX | dstE == RRAX;
 assign rcx_wrt = dstM == RRCX | dstE == RRCX;
 assign rdx_wrt = dstM == RRDX | dstE == RRDX;
 assign rbx_wrt = dstM == RRBX | dstE == RRBX;
 assign rsp_wrt = dstM == RRSP | dstE == RRSP;
 assign rbp_wrt = dstM == RRBP | dstE == RRBP;
 assign rsi_wrt = dstM == RRSI | dstE == RRSI;
 assign rdi_wrt = dstM == RRDI | dstE == RRDI;
 assign r8_wrt = dstM == R8 | dstE == R8;
 assign r9_wrt = dstM == R9 | dstE == R9;
 assign r10_wrt = dstM == R10 | dstE == R10;
 assign r11_wrt = dstM == R11 | dstE == R11;
 assign r12_wrt = dstM == R12 | dstE == R12;
 assign r13_wrt = dstM == R13 | dstE == R13;
 assign r14_wrt = dstM == R14 | dstE == R14;
 endmodule
--- design/flow/run.sh ---
#!/bin/bash
# OpenROAD 26Q1-2900-gdf79404cd8, Yosys 0.63+post, stock flow scripts
make -C /OpenROAD-flow-scripts/flow DESIGN_CONFIG=/design/flow/config.mk WORK_HOME=/design/flow/orfs finish
==> run notes <==
run results: Mean Syn Cell Area approximately 12 um2, first-pass GRT wire length 685.9 mm, Pre-Repair DR Iteration Count 9, share of the clock period used by the worst path a little over two thirds, Chip Width about 720 um, CTS max path bufs 3, crit path max fanout 49, I/O pin count roughly 1.2k, Mapped Area ~59000 um2, synthesis area per yosys 59030 um2, antenna viol nets, final 0, Finished Core Util between 10% and 20%, Post-CTS Setup Inserts 0, number of cell rows about 260, Hold Fails Final Rpt 0, Seq/Total Area, Yosys between 40 and 50%, Async SR Flop Fraction 0%, switching part of the total about a third, yosys cell count roughly 5k, post-CTS resize count 0, RSZ-0062 raised after global routing no, PortBufs around 1.2k, OpenROAD warnings 26, static leakage ~27 nW, synth unique cells 72, NetSw 2.354 mW, relative slew slack about a third, setup TNS 0 ns, final total power 6.923 mW, maxcap violations 0, CTS Buf Count about 100, vias in the first global route 55.01k, Starting DRT DRC Count approximately 7k, Flops after synth 960, die area approximately 520000 um2, core area about 490000 um2, Max Slew Vio Count 0, EDFF count, synth approximately 960, GR Overflow Total 0, Comb power frac 24.6%, clock-pin slew on the worst setup and hold paths 0.09 ns, CTS Sinks about 960, Routed WL between 500 and 600 mm, internal power 4.569 mW, placed cells about 12k, CTS Hold Bufs 0, vias post-DR approximately 58k, Max VDD drop roughly 0.080 mV, Top cells excl fill/tap 1224 x clkdlybuf4s50_1, 993 x mux2_2, 960 x edfxtp_1, final setup vio count 0, fin cells 12.72k, commonest register cell after synthesis edfxtp_1, Power Density approximately 83 nW/um2, Root Buffer clkbuf_16, WL/cell ~44 um, outcome finished, final reports clean, Commonest Layout Cell clkdlybuf4s50_1, WP data required approximately 14 ns, Hold Crit Class in -> reg, Avg Vias per Cell ~4.6, Critical Path Start Type input port, Worst setup EP type output pin, fin crit period between 10 and 15 ns, pre-CTS setup slack 5.171 ns, share of layout cells above drive strength 1 about a quarter, clock share of power between 30 and 40%, slew of the pin with the lowest slew margin between 1 and 1.5 ns, initial antenna violation count around 140, setup ws final about 5.2 ns, CTS tree done, WP data arrival between 8 and 9 ns, H-tree Lvls 3, Fmax just over 80 MHz, GRT Util Overall between 20% and 30%, CP Class in -> out, number of remaining DRC errors 0, sequential share of power 42.5%, YS warnings 2, gpl congestion 0.9727, Die Height roughly 700 um, Syn Inst Count roughly 5k, Initial Util about 12%, Detailed Place HPWL 424.0 mm, largest net degree at the start of global routing ~53, Layout area overhead 40.94%
## power groups by stage
stage / clock network, mW / logic [mW] / registers, mW
5_1_grt: 2.36 / 1.75 / 2.95
4_1_cts: 2.30 / 1.68 / 2.93
6_report: 2.28 / 1.71 / 2.94
## critical path, stage by stage
cell	delay, ns
buf_8	0.39
buf_4	0.45
buf_4	0.48
nor2b_4	0.23
buf_4	0.55
nand2_2	0.47
buf_4	0.44
o22ai_1	0.16
o21ai_0	0.09
nor3b_1	0.14
o21ai_0	0.63
clkdlybuf4s50_1	0.86
## worst paths after layout
kind                          end      from  slack, ns  cells after the start
hold / removal    rcx_reg.out[25]  valE[25]       3.68                      3
setup / recovery         valB[46]   srcB[1]       5.15                     12
## cell type report
| cell class | instances | area [um2] |
|---|---|---|
| multi-input cells | 3424 | 28010 |
| fillers | 53520 | 405900 |
| clock buffers | 124 | 2656 |
| diodes | 91 | 227.7 |
| well taps | 6475 | 8102 |
| clock inverters | 67 | 578.1 |
| flip-flops and latches | 960 | 28830 |
| repair buffers | 1524 | 14590 |
| inverters | 51 | 207.7 |
## per-stage QoR
stage | hold slack (ns) | instance area (um2)
3_5_place_dp | 4.260 | 79730
2_1_floorplan | 3.644 | 59030
5_1_grt | 3.674 | 83060
3_3_place_gp | 4.257 | 79730
4_1_cts | 3.625 | 82970
6_report | 3.676 | 83200
## metal layers
| metal | track usage (%) | vias up | wire length, um |
|---|---|---|---|
| li1 | - | 21960 | - |
| met1 | 20.74 | 28380 | 175200 |
| met2 | 29.39 | 5903 | 226600 |
| met3 | 17.08 | 1616 | 103700 |
| met4 | 15.34 | 43 | 54440 |
| met5 | 2.132 | - | 1726 |
## cell usage after synthesis (25+ instances only)
cell | number | area share (%)
o221ai_1 | 36 | 0.53
nand2_1 | 249 | 1.6
o211ai_1 | 42 | 0.53
a22o_1 | 30 | 0.45
mux2_2 | 993 | 19
nand2b_1 | 35 | 0.37
a221o_1 | 53 | 0.90
edfxtp_1 | 960 | 49
a211oi_1 | 64 | 0.81
a221oi_1 | 113 | 1.7
inv_1 | 48 | 0.31
a22oi_1 | 178 | 2.3
o22ai_1 | 130 | 1.4
clkbuf_1 | 252 | 1.6
buf_2 | 244 | 2.1
buf_4 | 44 | 0.56
o21ai_0 | 293 | 2.5
nor3_1 | 32 | 0.27
a21oi_1 | 328 | 2.8
mux2i_1 | 302 | 5.1
nor2b_1 | 30 | 0.32
nand3_1 | 38 | 0.32
a31oi_1 | 28 | 0.30
o2bb2ai_1 | 25 | 0.37
nor2_1 | 197 | 1.3
## kinds of logic after synthesis
| logic type | Yosys count | share of synthesized area (%) |
|---|---|---|
| DFF | 960 | 48.84 |
| and+or+nand+nor | 640 | 4.856 |
| buffers and inverters | 617 | 4.937 |
| AOI/OAI and AO/OA | 1467 | 16.55 |
| muxes | 1317 | 24.82 |
Power and IR drop assume default switching activity.
