## flow/design.v

```verilog
module InstructionMemory(f_pc,f_ibyte,f_ibytes,imem_error);
    input [63:0] f_pc;
    output reg[7:0] f_ibyte;
    output reg[71:0] f_ibytes;
    output reg imem_error;
    reg [7:0] instruction_mem [2047:0];
    initial 
        begin
            $readmemh("./rom.mem", instruction_mem);
            $display("init");
        end
    always @(f_pc)
    begin
        $display(instruction_mem[f_pc]);
        f_ibyte <= instruction_mem[f_pc];
        f_ibytes[71:64] <= instruction_mem[f_pc+1];
        f_ibytes[63:56] <= instruction_mem[f_pc+2];
        f_ibytes[55:48] <= instruction_mem[f_pc+3];
        f_ibytes[47:40] <= instruction_mem[f_pc+4];
        f_ibytes[39:32] <= instruction_mem[f_pc+5];
        f_ibytes[31:24] <= instruction_mem[f_pc+6];
        f_ibytes[23:16] <= instruction_mem[f_pc+7];
        f_ibytes[15:8] <= instruction_mem[f_pc+8];
        f_ibytes[7:0] <= instruction_mem[f_pc+9];
        imem_error <= (f_pc < 64'd0 || f_pc > 64'd2047 ) ? 1'b1:1'b0;
    end
endmodule
module split(ibyte, icode, ifun);
input [7:0] ibyte;
output [3:0] icode;
output [3:0] ifun;
assign icode = ibyte[7:4];
assign ifun = ibyte[3:0];
endmodule
module align(ibytes, need_regids, rA, rB, valC);
input [71:0] ibytes;
input need_regids;
output [ 3:0] rA;
output [ 3:0] rB;
output [63:0] valC;
assign rA = ibytes[71:68];
assign rB = ibytes[67:64];
assign valC = need_regids ? ibytes[63:0] : ibytes[71:8];
endmodule
module pc_increment(pc, need_regids, need_valC, valP);
input [63:0] pc;
input need_regids;
input need_valC;
output [63:0] valP;
assign valP = pc + 1 + 8*need_valC + need_regids;
endmodule
```

## flow/rom.mem

```
10
30
F0
00
00
00
00
00
00
00
0A
30
F3
00
00
00
00
00
00
00
64
61
03
74
00
00
00
00
00
00
00
15
00
```

## flow/run.sh

```bash
#!/bin/bash
# OpenROAD 26Q1-2900-gdf79404cd8, Yosys 0.63+post, stock flow scripts
make -C /OpenROAD-flow-scripts/flow DESIGN_CONFIG=/design/flow/config.mk WORK_HOME=/design/flow/orfs finish
```

## flow/config.mk

```make
export PLATFORM = sky130hd
export DESIGN_NAME = pc_increment
export DESIGN_NICKNAME = pc_increment
export VERILOG_FILES = /design/flow/design.v
export SDC_FILE = /design/flow/constraint.sdc
export NUM_CORES = 4
export LEC_CHECK = 1
export CORE_AREA = 10 10 95 95
export DIE_AREA = 0 0 105 105
```

## flow/constraint.sdc

```tcl
current_design pc_increment

set clk_period 16.3
set clk_io_pct 0.2

create_clock -name clk0 -period $clk_period

set non_clock_inputs [all_inputs -no_clocks]
set_input_delay [expr $clk_period * $clk_io_pct] -clock clk0 $non_clock_inputs
set_output_delay [expr $clk_period * $clk_io_pct] -clock clk0 [all_outputs]
```

==> reports/qor.txt <==
outcome -> finished, final reports clean
area added between synthesis and finish -> 97.3%
initial antenna violation count -> 0
post-synthesis cell count from yosys -> 214
Synth Seq Share -> 0%
total number of placement rows -> 30
final hold violation count -> 0
Final min period -> 9.47 ns
worst setup path startpoint -> pc[0]
worst-margin pin slew -> 0.549 ns
Post-Place Cell Area -> 2850 um2
input/output buffers -> 130
routability congestion estimate -> 0.856
drt drc -> 0
Chip Width -> 105 um
total count of max-transition violations in the final report -> 0
total track usage -> 11.4%
wire length after detailed routing -> 6640 um
hold depth -> 3
detailed placement HPWL -> 5890 um
fp_density -> 20.9%
endpoint required time on the critical path -> 13.04 ns
post-synthesis cell area -> 1450 um2
fraction of layout instances using a drive strength above 1 -> 5.85%
YS warnings -> 0
cell type with the highest aggregate area in the netlist -> sky130_fd_sc_hd__xor2_1
count of maximum capacitance violations -> 0
Routed Antenna Nets -> 0
chip footprint -> 11,000 um2
count of antenna diodes in the layout -> 0
Max Fanout on Critical Path -> 13
OpenROAD warnings -> 32
post-CTS repair timing setup buffer count -> 0
fill count -> 731
Tightest Hold Check Type -> primary input to primary output
relative max-transition margin -> 63.2%
count leader, synth -> sky130_fd_sc_hd__xor2_1
RSZ-0062 raised after global routing -> false
critical path startpoint category -> primary input
number of top-level design ports -> 130
Die Y-Extent -> 105 um
seq_cells -> 0
Critical Path AT -> 6.21 ns
pin count of the biggest net entering global routing -> 14
leakage -> 0.00100 uW
DRT Pass-1 Iters -> 4
startpoint-to-endpoint class of the critical path -> primary input to primary output
FF/Latch Area -> 0 um2
fin worst setup slack -> 6.83 ns
top cell type's share of synthesized area -> 21.2%
hold path startpoint -> pc[63]
per-cell routed wire length -> 15.2 um
gr ovfl total -> 0
final instance area -> 2850 um2
wire length of the first global-routing pass -> 10,500 um
area reported by Yosys stat -> 1450 um2
gate count of the mapped netlist -> 214
number of buffers inserted by hold repair at cts -> 0
sum of negative setup slack -> 0 ns
Pwr per Cell Area -> 18.8 nW/um2
number of failing setup endpoints in the final timing report -> 0
maximum achievable frequency -> 106 MHz
pre-CTS WS -> 6.81 ns
average instance area after synthesis -> 6.75 um2
number of global-route vias before repair -> 2,051
Max VDD drop -> 12.9 uV
fraction of the cycle the final worst path needs -> 58.1%
post-route worst hold slack -> 7.46 ns
count of cell types in the netlist -> 27
vias per cell -> 4.40
Core Footprint -> 6910 um2
DR vias -> 1,929
clock buffer count in the final layout -> 0
leading cell types by total area after synthesis -> sky130_fd_sc_hd__xor2_1, sky130_fd_sc_hd__xnor2_1, sky130_fd_sc_hd__nand2_1
Post-CTS Resized -> 0
leading cell types by count after synthesis -> sky130_fd_sc_hd__xor2_1, sky130_fd_sc_hd__nand2_1, sky130_fd_sc_hd__xnor2_1, sky130_fd_sc_hd__nor2_1, sky130_fd_sc_hd__nand3_1
kind of capture point of the worst setup path -> primary output
violation count after the first detailed-route iteration -> 51
-- path summary, 6_finish.rpt --
kind	slack [ns]	endpoint
setup / recovery	6.83	valP[56]
hold / removal	7.46	valP[63]
-- routing by layer --
| layer | GRT usage [%] | vias to the layer above | wire length [um] |
|---|---|---|---|
| met5 | 0 | - | 0 |
| met4 | 0 | 0 | 0 |
| met3 | 6.71 | 0 | 956 |
| met2 | 18.0 | 91 | 2900 |
| met1 | 13.8 | 830 | 2780 |
| li1 | - | 1008 | - |
-- power by group --
group | total, uW | internal, uW | switching [uW]
clock | 0 | 0 | 0
sequential | 0 | 0 | 0
combinational | 53.7 | 35.7 | 18.0
-- area by class of cell --
cell class	instances	area (um2)	area share [%]
well taps	96	120	4.21
inverters	10	37.5	1.32
repair buffers	130	1300	45.6
multi-input cells	202	1390	48.8
-- critical path, cell delays in order --
cell and delay [ns]:
sky130_fd_sc_hd__clkdlybuf4s50_1 0.45, sky130_fd_sc_hd__inv_1 0.04, sky130_fd_sc_hd__ha_1 0.19, sky130_fd_sc_hd__inv_1 0.07, sky130_fd_sc_hd__ha_1 0.17, sky130_fd_sc_hd__a31oi_1 0.21
sky130_fd_sc_hd__nor4b_2 0.37, sky130_fd_sc_hd__nand3_2 0.37, sky130_fd_sc_hd__nor4_2 0.41, sky130_fd_sc_hd__xor2_1 0.17, sky130_fd_sc_hd__clkdlybuf4s50_1 0.49
-- stage by stage --
step,utilization (%),cells,power [uW]
6_report,41.3,438,53.7
5_1_grt,41.3,438,58.9
4_1_cts,41.3,438,54.6
3_5_place_dp,41.3,438,54.2
3_3_place_gp,41.3,438,54.3
2_1_floorplan,-,214,11.1
-- logic make-up (layout without fill, tap and decap cells) --
| group | after synthesis | in the layout | share of synthesized area, % |
|---|---|---|---|
| simple gates | 134 | 134 | 54.9 |
| xor+xnor | 62 | 62 | 37.6 |
| buf+inv | 12 | 140 | 3.64 |
| fa+ha+maj | 3 | 3 | 2.60 |
| compound gates | 3 | 3 | 1.30 |
-- layout by cell type (no fill, tap or decap), drive strengths merged --
cell type	instances
a211oi	1
a21oi	1
a31oi	1
and3	6
and4	4
clkdlybuf4s50	130
ha	3
inv	10
nand2	31
nand3	21
nand4	18
nand4b	2
nor2	25
nor3	14
nor4	9
nor4b	2
or2	2
xnor2	27
xor2	35
No activity file was given, so power comes from the tool's default toggle rates.
