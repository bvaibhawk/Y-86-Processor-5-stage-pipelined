$ cat design/flow/design.v
module preg2(out, in, stall, bubbleval, clock);
 parameter width = 8;
 output reg [width-1:0] out;
 input [width-1:0] in;
 input stall;
 input [width-1:0] bubbleval;
 input clock;
 initial begin 
     out <= bubbleval;
 end
 always @(posedge clock) begin
    if (!stall)
        out <= in;
    end
 endmodule
module alu(aluA, aluB, alufun, valE, new_cc);
input [63:0] aluA, aluB;  
input [ 3:0] alufun;  
output [63:0] valE;  
output [ 2:0] new_cc;  
parameter ALUADD = 4'h0;
parameter ALUSUB = 4'h1;
parameter ALUAND = 4'h2;
parameter ALUXOR = 4'h3;
assign valE =
    alufun == ALUSUB ? aluB - aluA :
    alufun == ALUAND ? aluB & aluA :
    alufun == ALUXOR ? aluB ^ aluA :
    aluB + aluA;
assign new_cc[2] = (valE == 0);  
assign new_cc[1] = valE[63];  
assign new_cc[0] =  
    alufun == ALUADD ?
        (aluA[63] == aluB[63]) & (aluA[63] != valE[63]) :
    alufun == ALUSUB ?
        (~aluA[63] == aluB[63]) & (aluB[63] != valE[63]) :
    0;
endmodule
module cc(cc, new_cc, set_cc, reset, clock);
output[2:0] cc;
input [2:0] new_cc;
input set_cc;
input reset;
input clock;
preg2 #(3) c(cc, new_cc, ~set_cc, 3'b100, clock);
endmodule
module cond(ifun, cc, Cnd);
input [3:0] ifun;
input [2:0] cc;
output Cnd;
wire zf = cc[2];
wire sf = cc[1];
wire of = cc[0];
parameter C_YES = 4'h0;
parameter C_LE = 4'h1;
parameter C_L = 4'h2;
parameter C_E = 4'h3;
parameter C_NE = 4'h4;
parameter C_GE = 4'h5;
parameter C_G = 4'h6;
assign Cnd =
(ifun == C_YES) |  
(ifun == C_LE & ((sf^of)|zf)) |  
(ifun == C_L & (sf^of)) |  
(ifun == C_E & zf) |  
(ifun == C_NE & ~zf) |  
(ifun == C_GE & (~sf^of)) |  
(ifun == C_G & (~sf^of)&~zf);  
endmodule
$ cat design/flow/run.sh
#!/bin/bash
# OpenROAD 26Q1-2900-gdf79404cd8, Yosys 0.63+post, stock flow scripts
make -C /OpenROAD-flow-scripts/flow DESIGN_CONFIG=/design/flow/config.mk WORK_HOME=/design/flow/orfs finish
$ cat design/flow/config.mk
export PLATFORM = sky130hd
export DESIGN_NAME = alu
export DESIGN_NICKNAME = alu
export VERILOG_FILES = /design/flow/design.v
export SDC_FILE = /design/flow/constraint.sdc
export NUM_CORES = 4
export LEC_CHECK = 1
export CORE_UTILIZATION = 40
$ cat design/flow/constraint.sdc
current_design alu

set clk_period 28.2
set clk_io_pct 0.2

create_clock -name clk0 -period $clk_period

set non_clock_inputs [all_inputs -no_clocks]
set_input_delay [expr $clk_period * $clk_io_pct] -clock clk0 $non_clock_inputs
set_output_delay [expr $clk_period * $clk_io_pct] -clock clk0 [all_outputs]
==> impl_metrics.prom <==
# HELP chip_impl_metric Yosys and OpenROAD flow results
# TYPE chip_impl_metric gauge
chip_impl_metric{name="die_y",unit="um"} 170
chip_impl_metric{name="overall_routing_resource_usage",unit="%"} 41.9
chip_impl_metric{name="grt_pass1_wl",unit="um"} 89300
chip_impl_metric{name="place_congestion",unit=""} 1.11
chip_impl_metric{name="ys_cells",unit=""} 1819
chip_impl_metric{name="count_of_unique_library_cells_instantiated_by_yosys",unit=""} 99
chip_impl_metric{name="port_buffers",unit=""} 199
chip_impl_info{name="layout.cells.most_common_list",value="206 x a21oi_1, 199 x clkdlybuf4s50_1, 194 x nor2_1"} 1
chip_impl_metric{name="setup_tns",unit="ns"} 0
chip_impl_metric{name="postCtsSetupBuffers",unit=""} 0
chip_impl_metric{name="crit_path_max_fanout",unit=""} 16
chip_impl_metric{name="proportion_of_synthesized_chip_area_in_sequential_cells",unit="%"} 0
chip_impl_metric{name="num-fill-cells",unit=""} 2848
chip_impl_metric{name="transition_time_at_the_pin_with_the_least_slew_margin",unit="ns"} 1.02
chip_impl_metric{name="route.detailed.wl_per_inst",unit="um"} 26.3
chip_impl_metric{name="holdBufCountCts",unit=""} 0
chip_impl_metric{name="ff_count",unit=""} 0
chip_impl_metric{name="syn-mean-instance-area",unit="sq um"} 6.20
chip_impl_info{name="lay_top_count",value="a21oi_1"} 1
chip_impl_metric{name="cts-resized-gates",unit=""} 0
chip_impl_metric{name="place_hpwl",unit="um"} 49800
chip_impl_metric{name="avgViaCountPerCell",unit=""} 6.74
chip_impl_metric{name="yosys_warnings",unit=""} 0
chip_impl_metric{name="detailroute.via_count",unit=""} 15600
chip_impl_metric{name="leakagePower",unit="nW"} 5.30
chip_impl_metric{name="flop_area",unit="sq um"} 0
chip_impl_metric{name="synthCells",unit=""} 1819
chip_impl_metric{name="vias_in_the_first_global_route",unit=""} 14100
chip_impl_info{name="outcome",value="complete, no violations"} 1
chip_impl_info{name="critPathLaunchType",value="input pin"} 1
chip_impl_metric{name="power.ir.vdd_worst",unit="V"} 0.0000113
chip_impl_metric{name="die_area",unit="sq um"} 28900
chip_impl_metric{name="fmax",unit="MHz"} 57.6
chip_impl_metric{name="synth_chip_area",unit="sq um"} 11300
chip_impl_metric{name="clkbuf_count",unit=""} 0
chip_impl_metric{name="setup_viol",unit=""} 0
chip_impl_metric{name="antenna_found_initial",unit=""} 1
chip_impl_metric{name="gr-total-overflow",unit=""} 0
chip_impl_metric{name="route.final.wire_length",unit="um"} 60900
chip_impl_metric{name="core_outline_area",unit="sq um"} 27800
chip_impl_metric{name="tool_warnings",unit=""} 95
chip_impl_metric{name="grt_start_max_net_pins",unit=""} 46
chip_impl_metric{name="max_cap_violations",unit=""} 0
chip_impl_metric{name="finalPower",unit="W"} 0.000345
chip_impl_metric{name="post-route-period-util",unit="%"} 61.5
chip_impl_metric{name="initialDrtViolationCount",unit=""} 2169
chip_impl_metric{name="flow.area_growth_from_synthesis",unit="%"} 19.5
chip_impl_metric{name="max-slew-margin-rel",unit="%"} 31.4
chip_impl_info{name="worst_hold_path_type",value="in -> out"} 1
chip_impl_metric{name="floorplan.core_util",unit="%"} 40.6
chip_impl_metric{name="worst-endpoint-required",unit="ns"} 22.56
chip_impl_metric{name="ios",unit=""} 199
chip_impl_info{name="endpoint_kind",value="output port"} 1
chip_impl_metric{name="syn_area",unit="sq um"} 11300
chip_impl_metric{name="drt-pass1-iter-count",unit=""} 8
chip_impl_metric{name="die_width",unit="um"} 170
chip_impl_metric{name="finalMaxSlewViolations",unit=""} 0
chip_impl_info{name="grt_setup_unrepaired",value="no"} 1
chip_impl_metric{name="power-per-cell-area",unit="nW/um^2"} 25.6
chip_impl_metric{name="drc",unit=""} 0
chip_impl_info{name="worstSetupPathType",value="in -> out"} 1
chip_impl_metric{name="ant_nets",unit=""} 0
chip_impl_metric{name="hold_viol",unit=""} 0
chip_impl_metric{name="antennaDiodeCount",unit=""} 0
chip_impl_metric{name="cp_data_arrival_time",unit="ns"} 11.72
chip_impl_metric{name="placement_rows",unit=""} 61
chip_impl_metric{name="layout-drive-gt1-share",unit="%"} 4.79
chip_impl_metric{name="finalWorstPathRequiredPeriod",unit="ns"} 17.36
report_power, final:
part           internal, W  total, W  switching [W]
registers                0         0              0
logic             0.000137  0.000345       0.000208
clock network            0         0              0
total             0.000137  0.000345       0.000208
synth_stat cells (10+ instances only):
| cell type | number | area [sq um] |
|---|---|---|
| a21oi_1 | 206 | 1030 |
| nor2_1 | 195 | 732 |
| nand2_1 | 148 | 556 |
| inv_1 | 128 | 480 |
| ha_1 | 127 | 1590 |
| o21ai_0 | 105 | 526 |
| nor3_1 | 71 | 355 |
| clkbuf_1 | 68 | 255 |
| nor4_1 | 49 | 307 |
| o31ai_1 | 48 | 360 |
| nand3_1 | 43 | 215 |
| o211ai_1 | 39 | 293 |
| nand4_1 | 35 | 219 |
| a211oi_1 | 33 | 248 |
| xnor2_1 | 30 | 263 |
| a21o_1 | 28 | 210 |
| nor2b_1 | 26 | 163 |
| a31oi_1 | 23 | 144 |
| o21bai_1 | 23 | 173 |
| o221ai_1 | 21 | 184 |
| mux2i_1 | 20 | 200 |
| or2_2 | 19 | 119 |
| and2_1 | 17 | 106 |
| buf_2 | 15 | 75.1 |
| o21a_1 | 15 | 113 |
| nand2b_1 | 14 | 87.6 |
| o22ai_1 | 14 | 87.6 |
| or3_1 | 13 | 81.3 |
| o21ai_1 | 12 | 60.1 |
| a21boi_0 | 11 | 82.6 |
| a221o_1 | 11 | 110 |
| buf_1 | 11 | 41.3 |
| a22oi_1 | 10 | 75.1 |
| and3_1 | 10 | 62.6 |
routing by layer:
| layer | GRT usage, % | share of wire (%) | up-vias |
|---|---|---|---|
| li1 | - | - | 7116 |
| met1 | 51.2 | 38 | 7144 |
| met2 | 66.7 | 44 | 1099 |
| met3 | 7.22 | 9.5 | 267 |
| met4 | 29.7 | 8.8 | 0 |
| met5 | 0 | 0 | - |
critical path: stages:
cell	delay, ns
clkdlybuf4s50_1	0.48
inv_1	0.05
ha_1	0.52
nor4_1	0.95
a21boi_0	0.67
o21ai_0	0.22
a2111oi_0	0.92
a221oi_1	0.27
o21ai_0	0.24
o2bb2ai_1	0.13
a2111o_1	0.31
nor4_1	0.30
nand4_1	0.16
nor4_2	0.29
clkdlybuf4s50_1	0.54
metrics by stage:
step / std cells / hold slack (ns) / setup slack, ns / util [%] / cell area, sq um
CTS: 2318 / 12.37 / 10.94 / 48.5 / 13500
global route: 2318 / 12.45 / 10.64 / 48.5 / 13500
global placement: 2318 / 12.38 / 11.09 / 48.5 / 13500
finish: 2318 / 12.39 / 10.84 / 48.5 / 13500
detailed placement: 2318 / 12.37 / 10.96 / 48.5 / 13500
floorplan: 1819 / 11.43 / 13.49 / - / 11300
cell families after synthesis:
family	synth area share (%)
xor gates and xnor gates	2.72
AOI/OAI and AO/OA	42.0
buffers and inverters	9.11
muxes	1.97
adders and majority gates	14.4
and+or+nand+nor	29.8
path summary, 6_finish.rpt:
path / from / end / slack, ns / depth (start not counted)
max: aluA[16] / new_cc[2] / 10.84 / 15
min: aluB[0] / valE[0] / 12.39 / 5
cell type report:
class              instances  area (sq um)  share of cell area [%]
well taps                378           473                    3.51
repair buffers           231          2230                    16.6
multi-input cells       1574         10300                    76.2
inverters                135           507                    3.76
No activity file was given, so power comes from the tool's default toggle rates.
